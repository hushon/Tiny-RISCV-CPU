`flow/design.v`:
```
	module Forwarding(
		input wire [4:0] rd_ex,  
		input wire [4:0] rd_mem,   
		input wire [4:0] rd_wb,
		input wire RegWrite_wb,
		input wire RegWrite_mem,
		input wire [4:0] rs1_id,
		input wire [4:0] rs2_id,
		input wire [4:0] rs1_ex,
		input wire [4:0] rs2_ex,
		input wire use_rs1_ex,
		input wire use_rs2_ex,
		input wire [6:0] opcode_id,
		input wire [6:0] opcode_ex,
		input wire [6:0] opcode_mem,
		input wire [6:0] opcode_wb,
		output reg [1:0] forwardA,    
		output reg [1:0] forwardB,
		output reg [1:0] writedatasel,
		output reg [1:0] branch_forwardA,
		output reg [1:0] branch_forwardB
		);
		initial begin
			forwardA = 2'bxx;
			forwardB = 2'bxx;
			writedatasel = 2'bxx;
			branch_forwardA = 2'bxx;
			branch_forwardB = 2'bxx;
		end
		reg [6:0] opSW = 7'b0100011;
		reg [6:0] opR = 7'b0110011;
		reg [6:0] opI = 7'b0010011;
		reg [6:0] opLW = 7'b0000011;
		reg [6:0] opBr = 7'b1100011;
		reg [6:0] opJALR = 7'b1100111;
		always @(*) begin
			if (use_rs1_ex && (rs1_ex!=0) && (rs1_ex==rd_mem) && RegWrite_mem) begin  
				forwardA = 2'b01;
			end
			else if (use_rs1_ex && (rs1_ex!=0) && (rs1_ex==rd_wb) && RegWrite_wb) begin  
				forwardA = 2'b10;
			end
			else begin  
				forwardA = 2'b00;
			end
			if (use_rs2_ex &&(rs2_ex!=0) && (rs2_ex==rd_mem) && RegWrite_mem) begin  
				forwardB = 2'b01;
			end
			else if (use_rs2_ex &&(rs2_ex!=0) && (rs2_ex==rd_wb) && RegWrite_wb) begin  
				forwardB = 2'b10;
			end
			else begin  
				forwardB = 2'b00;
			end
			if (opcode_ex==opSW && (opcode_mem==opR || opcode_mem==opI) && rs2_ex==rd_mem) begin  
				writedatasel = 2'b01;
			end
			else if (opcode_ex==opSW && opcode_mem==opLW && rs2_ex==rd_mem) begin  
				writedatasel = 2'b10;
			end
			else if (opcode_ex==opSW && (opcode_wb==opR || opcode_wb==opI) && (rs2_ex==rd_wb)) begin  
				writedatasel = 2'b11;
			end
			else if (opcode_ex==opSW && opcode_wb==opLW && (rs2_ex==rd_wb)) begin  
				writedatasel = 2'b11;
			end
			else begin
				writedatasel = 2'b00;
			end
			if ((opcode_ex==opR || opcode_ex==opI) && (opcode_id==opBr || opcode_id==opJALR) && rs1_id==rd_ex ) begin  
				branch_forwardA = 2'b01;
			end
			else if ((opcode_mem==opR || opcode_mem==opI) && (opcode_id==opBr || opcode_id==opJALR) && rs1_id==rd_mem) begin  
				branch_forwardA = 2'b10;
			end
			else if ((opcode_mem==opLW) && (opcode_id==opBr || opcode_id==opJALR) && rs1_id==rd_mem) begin  
				branch_forwardA = 2'b11;
			end
			else begin
				branch_forwardA = 2'b00;
			end
			if ( (opcode_ex==opR || opcode_ex==opI) && (opcode_id==opBr) && rs2_id==rd_ex ) begin  
				branch_forwardB = 2'b01;
			end
			else if ((opcode_mem==opR || opcode_mem==opI) && (opcode_id==opBr) && rs2_id==rd_mem) begin  
				branch_forwardB = 2'b10;
			end
			else if ((opcode_mem==opLW) && (opcode_id==opBr) && rs2_id==rd_mem) begin  
				branch_forwardB = 2'b11;
			end
			else begin
				branch_forwardB = 2'b00;
			end
		end
	endmodule
```
`flow/config.mk`:
```
export PLATFORM = sky130hd
export DESIGN_NAME = Forwarding
export DESIGN_NICKNAME = Forwarding
export VERILOG_FILES = /design/flow/design.v
export SDC_FILE = /design/flow/constraint.sdc
export NUM_CORES = 4
export LEC_CHECK = 1
export CORE_AREA = 10 10 76 76
export DIE_AREA = 0 0 86 86
```
`flow/run.sh`:
```
#!/bin/bash
# OpenROAD 26Q1-2900-gdf79404cd8, Yosys 0.63+post, stock flow scripts
make -C /OpenROAD-flow-scripts/flow DESIGN_CONFIG=/design/flow/config.mk WORK_HOME=/design/flow/orfs finish
```
`flow/constraint.sdc`:
```
current_design Forwarding

set clk_period 4.1
set clk_io_pct 0.2

create_clock -name clk0 -period $clk_period

set non_clock_inputs [all_inputs -no_clocks]
set_input_delay [expr $clk_period * $clk_io_pct] -clock clk0 $non_clock_inputs
set_output_delay [expr $clk_period * $clk_io_pct] -clock clk0 [all_outputs]
```
==> results.sh <==
# implementation run metrics
export IMPL_status="complete, no violations"
export IMPL_grt_pass1_wl_mm=5.33
export IMPL_wl_met3_um=306
export IMPL_post_cts_buffers=0
export IMPL_overflow=0
export IMPL_netlist_area_um2=709
export IMPL_hpwl_mm=3.19
export IMPL_crit_fanout=4
export IMPL_core_um2=4120
export IMPL_dr_pass1_iters=2
export IMPL_holdPathStages=3
export IMPL_ys_warn_count=1
export IMPL_io_buffers=77
export IMPL_boundaryPins=77
export IMPL_worst_pin_slew_ps=420
export IMPL_clockPowerShare=0
export IMPL_wl_met2_mm=1.73
export IMPL_yosys_cells=96
export IMPL_synth_adder_area_share=0
export IMPL_fp_dieH_um=86
export IMPL_max_freq_mhz=278
export IMPL_groute_usage_overall=0.0862
export IMPL_wl_per_cell_um=15.2
export IMPL_placement_rows=23
export IMPL_postCtsHoldBufs=0
export IMPL_mux_share=0
export IMPL_sw_frac_of_total=0.353
export IMPL_die_width_um=86
export IMPL_syn_area_per_cell_um2=7.39
export IMPL_crit_type="primary input to output port"
export IMPL_hold_path_end="forwardB[0]"
export IMPL_hold_path_class="primary input to output port"
export IMPL_top_layer="met3"
export IMPL_seq_cells=0
export IMPL_p_int_w=0.0000812
export IMPL_p_leak_nw=0.536
export IMPL_vias=965
export IMPL_p_comb_frac=1.000
export IMPL_via_per_inst=4.33
export IMPL_place_congestion=0.810
export IMPL_wl_mm=3.38
export IMPL_hp_start="use_rs2_ex"
export IMPL_drc=0
export IMPL_ys_chip_area_um2=709
export IMPL_slew_headroom=0.716
export IMPL_grt_max_degree=5
export IMPL_place_area_um2=1540
export IMPL_netlist_logic_family_top="XOR/XNOR gates"
export IMPL_ant_nets=0
export IMPL_initCoreUtil=0.172
export IMPL_antenna_diode_count=0
export IMPL_ys_seq_frac=0
export IMPL_slew_viol_final=0
export IMPL_area_growth_pct=117
export IMPL_p_switching_w=0.0000443
export IMPL_ir_drop_mv=0.0183
export IMPL_drtIter0Drc=10
export IMPL_fin_area_um2=1540
export IMPL_clockBufferCount=0
export IMPL_post_route_period_util=0.878
export IMPL_simple_gate_area_frac=0.416
export IMPL_register_area_um2=0
export IMPL_rsz0062_at_grt="false"
export IMPL_p_seq_frac=0
export IMPL_synth_distinct_cells=27
export IMPL_warning_count=32
export IMPL_end_kind="output port"
export IMPL_setup_tns_ps=0
export IMPL_critPathRequiredTime_ps=3280
export IMPL_drv_cap=0
export IMPL_start_kind="primary input"
export IMPL_cts_resized=0
export IMPL_drive_gt1_frac=0.0173
export IMPL_power_density_nw_per_um2=81.3
export IMPL_die_area_um2=7400
export IMPL_wl_met1_mm=1.35
export IMPL_synthCells=96
export IMPL_grt_pass1_vias=1053
export IMPL_xor_share=0.494
export IMPL_grt_antenna_before_repair=0
export IMPL_crit_arrival_ps=2780
export IMPL_hold_viol_final=0
export IMPL_fin_crit_ps=3600
export IMPL_setup_viol=0
export IMPL_yosys_area_share_aoi=0.0847
layout by cell type, fill, tap and decap left out, drive strengths merged, types with 3 or more instances in the layout:
master	count
nand2b	3
xor2	30
nand4	8
nor3	11
nor2	7
xnor2	10
clkdlybuf4s50	77
cell families (layout without fill, tap and decap cells):
logic type      count (synthesis)  in the layout
simple gates                   47             47
compound gates                  8              8
buf+inv                         1             78
xor+xnor                       40             40
metrics by stage:
stage | utilization | setup WS (ps) | cells | total power [W] | hold WS [ps]
floorplan | - | 1460 | 96 | 0.0000402 | 1670
global placement | 0.375 | 485 | 223 | 0.000127 | 2600
detailed placement | 0.375 | 487 | 223 | 0.000127 | 2580
finish | 0.375 | 501 | 223 | 0.000126 | 2580
global route | 0.375 | 289 | 223 | 0.000138 | 2630
CTS | 0.375 | 488 | 223 | 0.000127 | 2590
power groups by stage:
stage | Sequential (W) | Combinational [W] | Clock [W]
4_1_cts | 0 | 0.000127 | 0
5_1_grt | 0 | 0.000138 | 0
6_report | 0 | 0.000125 | 0
per-layer routing:
| metal | track usage | vias to the layer above |
|---|---|---|
| met5 | 0 | - |
| met4 | 0 | 0 |
| met3 | 0.0257 | 0 |
| met2 | 0.161 | 34 |
| met1 | 0.0989 | 418 |
| li1 | - | 513 |
cells in the mapped netlist:
master    number  area share
o21ai_0        1      0.0070
or4b_4         1       0.019
and3_1         1      0.0088
nand2b_1       3       0.026
nor4b_1        1       0.012
nor2_1         7       0.037
o21ai_1        1      0.0070
o211a_1        1       0.014
xor2_1        30        0.37
a21boi_1       1       0.011
nor3b_1        2       0.021
nor4_1         2       0.018
a21o_1         1       0.011
nand4_1        8       0.071
o211ai_1       1       0.011
inv_1          1      0.0053
o41ai_1        2       0.025
nand3_1        1      0.0070
and4_1         2       0.025
nor3_1        10       0.071
nor3_2         1       0.014
xnor2_1       10        0.12
nand4b_1       1       0.012
nand3b_1       2       0.021
or4_1          2       0.021
nor4b_2        1       0.021
nand2_1        2       0.011
worst max path at each step:
stage                   endpoint  cells after the start  slack, ps  startpoint
CTS           branch_forwardA[0]                      6        490   rd_mem[3]
global route  branch_forwardB[0]                      6        290   rd_mem[1]
finish        branch_forwardA[0]                      6        500   rd_mem[3]
layout make-up:
class / count / area (µm²)
inverters: 1 / 3.75
fillers: 426 / 2570
multi-input cells: 95 / 706
repair buffers: 77 / 771
well taps: 50 / 62.6
critical path: stages:
cell	delay (ps)
clkdlybuf4s50_1	530
xor2_1	210
nor3_1	240
nand4_1	150
o41ai_1	290
clkdlybuf4s50_1	530
Power and IR drop assume default switching activity.
