## /design/flow/run.sh

```bash
#!/bin/bash
# OpenROAD 26Q1-2900-gdf79404cd8, Yosys 0.63+post, stock flow scripts
make -C /OpenROAD-flow-scripts/flow DESIGN_CONFIG=/design/flow/config.mk WORK_HOME=/design/flow/orfs finish
```

## /design/flow/config.mk

```make
export PLATFORM = sky130hd
export DESIGN_NAME = vending_machine
export DESIGN_NICKNAME = vending_machine
export VERILOG_FILES = /design/flow/design.v
export SDC_FILE = /design/flow/constraint.sdc
export NUM_CORES = 4
export LEC_CHECK = 1
export CORE_UTILIZATION = 40
```

## /design/flow/constraint.sdc

```tcl
current_design vending_machine

set clk_period 12.0
set clk_io_pct 0.2

create_clock -name clk0 -period $clk_period [get_ports {clk}]

set non_clock_inputs [all_inputs -no_clocks]
set_input_delay [expr $clk_period * $clk_io_pct] -clock clk0 $non_clock_inputs
set_output_delay [expr $clk_period * $clk_io_pct] -clock clk0 [all_outputs]
```

## /design/flow/design.v

```verilog
module vending_machine (
	clk,							 
	reset_n,						 
	i_input_coin,				 
	i_select_item,				 
	i_trigger_return,			 
	o_available_item,			 
	o_output_item,			 
	o_return_coin,				 
	stopwatch,
	current_total,
	return_temp,
);
	input clk;
	input reset_n;
	input [3-1:0] i_input_coin;
	input [4-1:0] i_select_item;
	input i_trigger_return;
	output reg [4-1:0] o_available_item;
	output reg [4-1:0] o_output_item;
	output reg [3-1:0] o_return_coin;
	output [3:0] stopwatch;
	output [31-1:0] current_total;
	output [31-1:0] return_temp;
	reg [8-1:0] returning_coin_0;
	reg [8-1:0] returning_coin_1;
	reg [8-1:0] returning_coin_2;
	reg block_item_0;
	reg block_item_1;
	reg [3:0] stopwatch;
	reg have_to_return;
	reg  [31-1:0] return_temp;
	reg [31-1:0] temp;
	wire [31:0] kkItemPrice [4-1:0];	 
	wire [31:0] kkCoinValue [3-1:0];	 
	assign kkItemPrice[0] = 400;
	assign kkItemPrice[1] = 500;
	assign kkItemPrice[2] = 1000;
	assign kkItemPrice[3] = 2000;
	assign kkCoinValue[0] = 100;
	assign kkCoinValue[1] = 500;
	assign kkCoinValue[2] = 1000;
	integer i, j, k,l,m,n;
	reg [31-1:0] current_total;
	reg [8-1:0] num_items [4-1:0];
	reg [8-1:0] num_coins [3-1:0];
	reg [31-1:0] current_total_nxt;
	reg [8-1:0] num_items_nxt [4-1:0];
	reg [8-1:0] num_coins_nxt [3-1:0];
	reg isActive;  
	reg [31-1:0] input_total, output_total, return_total_0,return_total_1,return_total_2;
	always @(*) begin
		input_total = 100*i_input_coin[0] + 500*i_input_coin[1] + 1000*i_input_coin[2];
		num_coins_nxt[0] = num_coins[0] + i_input_coin[0] - o_return_coin[0];
		num_coins_nxt[1] = num_coins[1] + i_input_coin[1] - o_return_coin[1];
		num_coins_nxt[2] = num_coins[2] + i_input_coin[2] - o_return_coin[2];
		output_total = 400*o_output_item[0] + 500*o_output_item[1] + 1000*o_output_item[2] + 2000*o_output_item[3] + 100*o_return_coin[0] + 500*o_return_coin[1] + 1000*o_return_coin[2];
		num_items_nxt[0] = num_items[0] - o_output_item[0];
		num_items_nxt[1] = num_items[1] - o_output_item[1];
		num_items_nxt[2] = num_items[2] - o_output_item[2];
		num_items_nxt[3] = num_items[3] - o_output_item[3];
		current_total_nxt = current_total + input_total - output_total;
		if(i_input_coin!=0 || i_select_item!=0 || i_trigger_return!=0) isActive = 1;
		else isActive = 0;
	end
	always @(*) begin
		if (current_total < kkItemPrice[0]) o_available_item = 4'b0000;
		else if (current_total < kkItemPrice[1]) o_available_item = 4'b0001;
		else if (current_total < kkItemPrice[2]) o_available_item = 4'b0011;
		else if (current_total < kkItemPrice[3]) o_available_item = 4'b0111;
		else o_available_item = 4'b1111;
		if (num_items[3] <= 0) o_available_item[3] = 1'b0;
		if (num_items[2] <= 0) o_available_item[2] = 1'b0;
		if (num_items[1] <= 0) o_available_item[1] = 1'b0;
		if (num_items[0] <= 0) o_available_item[0] = 1'b0;
	o_output_item = o_available_item & i_select_item;	 
		if (i_trigger_return || stopwatch<=0) begin  
			if (current_total >= 1000) o_return_coin = 3'b100;
			else if (current_total >= 500) o_return_coin = 3'b010;
			else if (current_total >= 100) o_return_coin = 3'b001;
			else o_return_coin = 3'b000;
	 	end
	 	else o_return_coin = 3'b000;
	end
	always @(posedge clk) begin
		if (!reset_n) begin
			o_available_item = 0;
			o_output_item = 0;
			o_return_coin = 0;
			current_total = 0;
			num_items[0] = 10;
			num_items[1] = 10;
			num_items[2] = 10;
			num_items[3] = 10;
			num_coins[0] = 5;
			num_coins[1] = 5;
			num_coins[2] = 5;
			stopwatch = 10;
			return_temp = 0;
		end
		else begin
			current_total = current_total_nxt;
			num_coins[0] = num_coins_nxt[0];
			num_coins[1] = num_coins_nxt[1];
			num_coins[2] = num_coins_nxt[2];
			num_items[0] = num_items_nxt[0];
			num_items[1] = num_items_nxt[1];
			num_items[2] = num_items_nxt[2];
			num_items[3] = num_items_nxt[3];
			if(isActive) stopwatch = 10;
			else stopwatch = stopwatch - 1;
		end		    
	end	    
endmodule
```

==> results.yml <==
# implementation run metrics
clock_network:
  cts_buffers: 5
  cts_sinks: 33
  htreeDepth: 2
  insertion_delay_ps: 290
  cts.path.max_buffers: 2
  tritoncts: "done"
  hold_buffers: 0
  root_buffer: "clkbuf_8"
  cts_setup_buffers: 0
  cts-resized-gates: 0
  clk_pin_slew_worst_paths_ps: 70
final_timing:
  finalHoldViolations: 0
  tightest_slew_ps: 804
  post-route-min-period_ps: 5760
  period_used_pct: 48.0
  clock.fmax_ghz: 0.174
  finClkSkew_ps: 4.40
  maxSlewViolCount: 0
  relSlewSlack_pct: 46.1
  tns_ps: 0
  setup_viol: 0
  grt_setup_unrepaired: "no"
critical_path:
  critPathSlowestCell: "clkdlybuf4s50_1"
  path_cells: "clkdlybuf4s50_1 -> inv_1 -> fa_1 -> inv_1 -> fa_1 -> ha_1 -> inv_1 -> fa_1 -> nand2b_1 -> a21oi_1 -> o21ai_1 -> or4_1 -> a21oi_1"
  critPathLaunchType: "primary input"
  critPathBufInv: 4
  r2r-end: "current_total[26]"
  crit_path_max_fanout: 13
  critPathTopFamily: "adder cells"
  reg2reg_depth: 12
  cp-end-kind: "flop"
  rrSetupSlack_ps: 8820
  r2r-start: "current_total[2]"
  critPathRequiredTime_ps: 12220
  max_stage_delay_ps: 670
  cp.arrival_ps: 5980
  crit_type: "in -> reg"
  cp-startpoint: "i_input_coin[1]"
power_and_ir_drop:
  cellLeakagePower_nw: 1.11
  cell_internal_pwr_mw: 0.269
  total_power_mw: 0.401
  sequentialPowerShare_pct: 32.6
  switching_power_mw: 0.132
  comb_power_share_pct: 40.0
  powerDensity_nw_per_um2: 147
  irDropWorstVdd_v: 0.0000812
  clkPwrFrac_pct: 27.4
  p_sw_share_pct: 33.0
placed_design:
  place_area_um2: 2600
  detailed_place_hpwl_mm: 3.34
  gp_congestion: 0.822
  numPortBuffers: 42
die:
  die_y_um: 77.7
  ios: 87
  die-area_um2: 6030
  die-width_um: 77.7
  core_um2: 5510
  fp_util_pct: 41.6
  num_rows: 27
yosys:
  syn_avg_cell_area_um2: 8.68
  synth_flops: 33
  ys_cells: 264
  yosys_warnings: 27
  ys_area_um2: 2290
  largest_area_cell: "dfxtp_1"
  syn_inst: 264
  topCellsByArea: "dfxtp_1 29%, buf_4 14%, ha_1 10%"
  syn_area_um2: 2290
  postSynthSeqShare_pct: 28.8
  edf_count: 0
  ys_types: 42
  flop_cell: "dfxtp_1"
  async_flop_share_pct: 0
  synth_top_area_share_pct: 28.8
hold_path:
  min_path_type: "reg -> reg"
  whs_path_depth: 1
  hold_start: "stopwatch[0]"
  hold_end: "stopwatch[0]"
layout:
  utilization_pct: 49.4
  final_cell_area_um2: 2720
  syn_to_final_growth_pct: 18.7
  drive_gt1_share_pct: 4.23
global_route:
  grt_pass1_vias: 1560
  antenna_found_initial: 0
  grt_use_total_pct: 15.5
  grt_pass1_wl_mm: 7.38
  grt_max_degree: 18
  overflow: 0
drt:
  post_drt_wl_per_cell_um: 11.8
  vias_per_cell: 4.78
  drcViolationCount: 0
  drtIter0Drc: 79
  route.vias.total: 1812
  ant_nets: 0
  drt_wl_total_mm: 4.49
  firstDrtPassIters: 4
  diodes: 0
status:
  status: "completed"
job:
  drv_cap: 0
  warnings: 27
==> stage by stage <==
stage	setup WS [ps]	hold WS, ps	instances
after floorplan	6990	413	307
after global placement	6060	452	371
after detailed placement	5940	456	371
after CTS	6230	472	379
after global routing	5910	493	379
final	6240	465	379
==> worst register-to-register path: cells and delay by family, from the launching register on <==
family	cells	cell delay, ps
compound gates	3	750
fa+ha+maj	4	1120
buf+inv	3	200
flops	1	330
simple gates	2	730
==> worst max-delay path by stage <==
| stage | slack, ps | cells after the start | endpoint |
|---|---|---|---|
| 5_1_grt | 5910 | 13 | current_total[26] |
| 4_1_cts | 6230 | 13 | current_total[26] |
| 6_report | 6240 | 13 | current_total[26] |
==> layer usage <==
| metal | up-vias | share of wire [%] | track usage (%) |
|---|---|---|---|
| met2 | 58 | 45 | 25.7 |
| met4 | 0 | 1.3 | 1.70 |
| met5 | - | 0 | 0 |
| met3 | 5 | 5.2 | 2.51 |
| met1 | 834 | 48 | 22.4 |
| li1 | 915 | - | - |
==> registers in the layout (all words and copies together), names as in the netlist <==
name and cells:
current_total 29, stopwatch 4
==> logic make-up (layout without fill, tap and decap cells) <==
logic type / count (synthesis) / in the layout / share of synthesized area (%)
other: 1 / 44 / 0.164
AOI/OAI and AO/OA: 43 / 43 / 12.1
xor gates and xnor gates: 14 / 14 / 5.35
buffers and inverters: 62 / 62 / 17.8
adders and majority gates: 25 / 25 / 15.6
DFF: 33 / 33 / 28.8
and+or+nand+nor: 84 / 84 / 19.3
muxes: 2 / 2 / 0.874
==> synthesized netlist by cell type, drive strengths merged (5+ instances only) <==
cell,instances
a21oi,16
nand2,18
buf,47
o31ai,6
nand3,8
fa,6
dfxtp,33
xor2,10
inv,10
ha,19
o21ai,8
or4,9
nor2,19
nor3,5
==> cells in the final DEF (no fill, tap or decap), types with 2 or more instances in the layout <==
cell / n
xor2_1: 10
conb_1: 44
nor2_1: 19
nand3_1: 8
xnor2_1: 4
o21ai_0: 6
nor3_1: 5
nand2b_1: 4
inv_1: 10
fa_1: 6
mux2i_1: 2
o211ai_1: 3
a21oi_1: 16
a211oi_1: 2
nand2_1: 18
o31ai_1: 6
clkbuf_8: 6
and2_1: 3
clkdlybuf4s50_1: 42
or3_1: 3
ha_1: 19
nor4_1: 2
or4_1: 9
dfxtp_1: 33
a21o_1: 4
nand4_1: 4
and3_1: 3
==> layout make-up <==
cell class,count,area [um^2]
clock buffer,7,86.3
clock inverter,1,30.0
fill,525,2790
inverter,11,41.3
multi-input combinational,212,1380
sequential,33,661
tap,72,90.1
timing repair buffer,43,428
==> power groups by stage <==
stage	clock [mW]	combinational [mW]	sequential [mW]
final	0.110	0.160	0.131
after global routing	0.117	0.186	0.132
after CTS	0.113	0.162	0.131
Power figures rest on the tool's default switching activity, not on a simulated workload.
